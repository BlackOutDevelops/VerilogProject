--- flow/config.mk ---
export PLATFORM = sky130hd
export DESIGN_NAME = control
export DESIGN_NICKNAME = control
export VERILOG_FILES = /design/flow/design.v
export SDC_FILE = /design/flow/constraint.sdc
export NUM_CORES = 4
export LEC_CHECK = 1
export CORE_UTILIZATION = 30
--- flow/constraint.sdc ---
current_design control

set clk_period 1.0
set clk_io_pct 0.2

create_clock -name clk0 -period $clk_period

set non_clock_inputs [all_inputs -no_clocks]
set_input_delay [expr $clk_period * $clk_io_pct] -clock clk0 $non_clock_inputs
set_output_delay [expr $clk_period * $clk_io_pct] -clock clk0 [all_outputs]
--- flow/design.v ---
module  control(reset_control_s1, coeff_size_s2, run_length_s2, match_s1, 
                reset_s1, valid_s2, position_s2, dc_ac_s1, reset_sr_s2, 
                coeff_en_b_s2,new_block_s2, init_sr_s2, init_dc_ac_s1,
                phi1, phi2);
   input   [3:0]   coeff_size_s2;    
   input [1:0]     run_length_s2;    
   input           match_s1,     
                   reset_s1,     
                   reset_control_s1, 
                   init_sr_s2,   
                   init_dc_ac_s1,    
                   phi1,         
                   phi2;         
   output [3:0]    position_s2;  
   output          reset_sr_s2,  
                   coeff_en_b_s2,    
                   new_block_s2,     
                   dc_ac_s1,     
                   valid_s2;     
   wire [3:0]      coeff_size_s2;
   wire [1:0]      run_length_s2;
   wire            match_s1,
                   reset_s1,
                   reset_control_s1,
                   new_block_s2,
                   phi1,
                   phi2;
   reg [3:0]       position_s2;
   wire            reset_sr_s2;
   wire            dc_ac_s1,
                   valid_s2;
   wire [3:0]      curr_pos_s1,  
                   cntr_s1;  
   wire            reset_pos_s1;     
   reg             reset_pos_s2;     
   reg             reset_sr_del_s2;
   reg             reset_sr_del_s1; 
   reg [3:0]       prev_pos_s1,     
                   position_s1,  
                   coeff_size_s1,    
                   cntr_s2,  
                   cntr_in_s1;   
   reg [1:0]       run_length_s1;    
   reg             valid_s1,     
                   match_s2,     
                   match_del_s2,     
                   match_del_s1;     
   reg             reset_s2;     
   reg             muxsel_s2;    
   wire            muxsel_s1;    
   wire            count_in_ctrl_FSM_s1,     
                   reset_sr_ctrl_FSM_s1,     
                   dc_ac_en_s1,      
                   dc_ac_ctrl_s1;        
   reg             reset_sr_s1,      
                   reset_sr_ctrl_s2,     
                   reset_sr_ctrl_s1,     
                   reset_sr_reset_s1;    
   reg             reset_sr_tmp_s2,  
                   coefftmp_en_b_s2;     
   reg [4:0]       curr_state_s1,        
                   curr_state_s2,
                   next_state_s1,
                   next_state_s2;
   always @(phi1 or curr_pos_s1 or prev_pos_s1 or match_del_s1)
     if (phi1)
       begin
          if (match_del_s1)
            position_s2=curr_pos_s1;
          else
            position_s2=prev_pos_s1;
       end
   always @(phi2 or position_s2 or reset_pos_s2)
     if (phi2)
       if (reset_pos_s2==1'b1)
         prev_pos_s1=4'b1111;
       else
         prev_pos_s1=position_s2;
   always @(phi2 or run_length_s2)
     if (phi2)
       run_length_s1=run_length_s2;
   assign  curr_pos_s1={2'b0,run_length_s1}+4'b1+prev_pos_s1;
   assign  muxsel_s1=(curr_state_s1[4:3]==2'b11 & match_s1==1'b1 ) ? 1'b1 : 1'b0;
   always @(phi1 or muxsel_s1)
     if (phi1)
       muxsel_s2=muxsel_s1;
   always @(phi2 or coeff_size_s2 or cntr_s2 or muxsel_s2)
     if (phi2)
       begin
          if (muxsel_s2)
            cntr_in_s1=coeff_size_s2;
          else
            cntr_in_s1=cntr_s2;
       end
   assign  cntr_s1=cntr_in_s1-4'b1;
   always @(phi1 or cntr_s1 or reset_s1)
     if (phi1)
       if (reset_s1)
         cntr_s2=4'b0;
       else
         cntr_s2=cntr_s1;
   always @(phi1 or match_s1 or curr_state_s1)
     if (phi1)
       match_del_s2 = match_s1 & curr_state_s1[3];
   always @(phi2 or match_del_s2)
     if (phi2)
       match_del_s1 = match_del_s2;
   always @(phi1 or match_s1)
     if (phi1)
       match_s2=match_s1;
   always @(phi2 or reset_sr_s2)
     if (phi2)
       reset_sr_s1=reset_sr_s2;
   always @(phi1 or curr_state_s1)
     if (phi1)
       curr_state_s2 = curr_state_s1;
   always @(phi1 or reset_s1)
     if (phi1)
       reset_s2=reset_s1;
   always @(phi2 or valid_s2)
     if (phi2)
       valid_s1=valid_s2;
   always @(phi2 or coeff_size_s2)
     if (phi2)
       coeff_size_s1=coeff_size_s2;
   always @(phi2 or position_s2)
     if (phi2)
       position_s1=position_s2;
   assign  reset_sr_s2 = curr_state_s2[3]==1'b1 ? reset_sr_tmp_s2 | init_sr_s2
           : valid_s2;  
   always @(phi1 or reset_sr_reset_s1 or reset_sr_ctrl_FSM_s1 or curr_state_s1 
            or next_state_s1)
     if (phi1)
       begin
          reset_sr_ctrl_s2=reset_sr_ctrl_FSM_s1;
          reset_sr_tmp_s2=reset_sr_ctrl_FSM_s1 & ~(reset_sr_reset_s1 & 
                                                   (curr_state_s1==next_state_s1));
       end
   always @(phi2 or reset_sr_ctrl_s2)
     if (phi2)
       begin
          if (reset_sr_ctrl_s2)
            reset_sr_reset_s1=1'b1;
          else
            reset_sr_reset_s1=1'b0;
       end
   always @(phi1 or next_state_s1 or reset_control_s1)
     if (phi1)
       if (reset_control_s1)
         next_state_s2=5'b01000;
       else
         next_state_s2=next_state_s1;
   always @(phi2 or next_state_s2 or reset_s2)
     if (phi2)
       if (reset_s2)
         curr_state_s1=5'b11000;
       else
         curr_state_s1=next_state_s2;
   always @(next_state_s1 or curr_state_s1 or match_s1 or reset_s1 or valid_s1 or coeff_size_s1 or match_del_s1 or reset_sr_s1 or position_s1)
     begin
        case(curr_state_s1)
            5'b01000: if (reset_s1 == 1'b1)
                        next_state_s1 = 5'b11000;
                   else
                        next_state_s1 = 5'b01000;
            5'b11000:  if (reset_s1 == 1'b0)
                       next_state_s1 = 5'b11110;
                    else
                       next_state_s1 = 5'b11000;
            5'b11110: if (match_s1 == 1'b1 && reset_sr_s1 == 1'b0)
                            next_state_s1 = 5'b10010;
                        else
                            next_state_s1 = 5'b11110;
            5'b10010: if (valid_s1 == 1'b1 || coeff_size_s1 == 4'b0000 && match_del_s1 == 1'b1)
                            next_state_s1 = 5'b11011;
                       else
                            next_state_s1 = 5'b10010;
            5'b11011: if (match_s1 == 1'b1 && reset_sr_s1 == 1'b0)
                            next_state_s1 = 5'b10011;
                        else
                            next_state_s1 = 5'b11011;
            5'b10011: if ((valid_s1 == 1'b1 && position_s1 == 4'b1111) || position_s1 == 4'b1111)
                            next_state_s1 = 5'b11110;
                       else if ((valid_s1 == 1'b1 || coeff_size_s1 == 4'b0000 && match_del_s1 == 1'b1) && position_s1 != 4'b1111)
                            next_state_s1 = 5'b11011;
                       else
                            next_state_s1 = 5'b10011;
            default: next_state_s1 = 5'b01000;
        endcase
     end     
   assign  reset_sr_ctrl_FSM_s1    = next_state_s1[4];
   assign  count_in_ctrl_FSM_s1    = next_state_s1[3];
   assign  reset_pos_s1        = next_state_s1[2];
   assign  dc_ac_en_s1             = next_state_s1[1];
   assign  dc_ac_ctrl_s1           = next_state_s1[0];
   always @(phi1 or reset_pos_s1)
     if (phi1)
       reset_pos_s2 = reset_pos_s1;
   always @(phi1 or count_in_ctrl_FSM_s1)
     if (phi1)
       coefftmp_en_b_s2 = count_in_ctrl_FSM_s1;
   assign  coeff_en_b_s2 = valid_s2 | coefftmp_en_b_s2 | 
           (~|coeff_size_s2);
   assign  dc_ac_s1=dc_ac_en_s1 ? dc_ac_ctrl_s1 : init_dc_ac_s1;
   always @(phi2 or reset_sr_s2)
     if (phi2)
       reset_sr_del_s1 = reset_sr_s2;
   always @(phi1 or reset_sr_del_s1)
     if (phi1)
       reset_sr_del_s2 = reset_sr_del_s1;
   assign  new_block_s2 = reset_sr_del_s2 & reset_pos_s2;
   assign  valid_s2= (~|cntr_s2) & ~(curr_state_s2[3]) &
           ~reset_s2;   
endmodule
--- flow/run.sh ---
#!/bin/bash
# OpenROAD 26Q1-2900-gdf79404cd8, Yosys 0.63+post, stock flow scripts
make -C /OpenROAD-flow-scripts/flow DESIGN_CONFIG=/design/flow/config.mk WORK_HOME=/design/flow/orfs finish
==> impl_metrics.yaml <==
# yosys + openroad results
sta:
  untimed_endpoints: 55
  rsz0062_at_grt: "yes"
  max_freq_mhz: 961
  min_period_ns: 1.04
  fin_ws_ns: -0.0405
  tightest_slew_ns: 0.790
  max_slew_margin: 0.472
  setup_viol: 1
  drv_slew: 0
  unclocked_regs: 49
  period_used_share: 1.04
  finalHoldViolCount: 0
critical_path:
  crit_type: "in2out"
  cpMostUsedCell: "a22o_1"
  cp.arrival_ns: 0.84
  cp_max_fo: 2
  start_kind: "input port"
  slowest_stage: "a22o_1"
  required_ns: 0.80
  max_stage_delay_ns: 0.21
  cp-end-kind: "primary output"
  cp_cell_sequence: "buf_6 > inv_4 > a22o_1 > nand2_2 > a22o_1 > buf_2"
synth:
  ys_types: 40
  synthTopCellsByArea: "dlxtp_1, mux2_2, nor2_1, ha_1, nor2b_1"
  synth_top_area_share: 0.527
  ys_top_cells_by_count: "dlxtp_1, nor2_1, inv_1"
  postSynthCellCount: 145
  edf_count: 0
  synth_stat.cells: 145
  synth_warnings: 79
  async_reset_ff_frac: 0
  ff_type: "dlxtp_1"
  syn_area_um2: 1400
  yosys-stat-area_um2: 1400
  ys.flops: 49
  synth.most_common_cell: "dlxtp_1"
  top_area_cell: "dlxtp_1"
  syn_area_per_cell_um2: 9.63
final_layout:
  instances_no_fill: 226
  syn_to_final_growth_pct: 24.2
  fill_cells: 442
  drive_above_1_share: 0.201
  utilization: 0.393
drt:
  vias_per_cell: 4.61
  dr.pass1.iters: 4
  drt-total-wl_um: 2610
  first_iter_violations: 25
  drc: 0
  ant_nets: 0
  routedWlPerCell_um: 11.6
  vias: 1042
  diodes: 0
grt:
  antenna_found_initial: 0
  grt_pass1_wl_um: 4510
  grt-ovfl-total: 0
  grt_max_degree: 28
  grt_use_total: 0.114
  grt_pass1_vias: 954
floorplanning:
  num_rows: 24
  die_y_um: 70.2
  die-area_um2: 4930
  fp.dieW_um: 70.2
  core-area_um2: 4410
  initial_core_util: 0.316
  io_pins: 22
placement:
  numPortBuffers: 22
  place.gp.congestion: 0.867
  dpl.hpwl_um: 2030
  dp.cells: 224
power:
  leakagePower_nw: 0.771
  p_total_uw: 347
  power_per_cell_area_nw_per_um2: 200
  peakVddDrop_mv: 0.107
cts:
  ctsHoldBuffers: 0
run_status:
  violations: "setup timing"
  status: "finished with violations"
flow_run:
  max_cap_viol_count: 0
  warnings: 34
hold_path:
  hold_class: "in2out"
-- repair_timing --
action	4_1_cts	5_1_grt
endpoints found under the setup margin	3	1
gates resized	38	2
hold endpoints to repair	0	0
gates cloned	0	0
pin swaps	4	0
buffers inserted	2	0
-- worst paths after layout --
path,start,endpoint,slack [ns],cells past startpoint
setup / recovery,reset_s1,dc_ac_s1,-0.04,6
hold / removal,init_dc_ac_s1,dc_ac_s1,0.81,3
-- cell usage in the layout (no fill, tap or decap), types with 3 or more instances in the layout --
master            n
mux2_2            5
buf_6             5
inv_1             6
nor2_1           11
o211ai_1          3
nor2b_1           6
clkdlybuf4s50_1  12
xnor2_1           4
nand2_1           5
or2_2             6
ha_1              3
nor3_1            4
dlxtp_1          49
buf_2             3
buf_4             9
a22o_1            3
a21oi_1           3
-- layer usage --
metal	part of all wire	track usage
met1	0.55	0.201
met2	0.43	0.168
met3	0.015	0.00292
met4	0	0
met5	0	0
-- cell type report --
class	count	area, um^2	share of cell area
flip-flops and latches	49	736	0.424
inverters	7	28.8	0.0166
repair buffers	31	277	0.159
multi-input cells	87	628	0.362
well taps	52	65.1	0.0375
-- power breakdown --
part	leakage [nW]	internal [mW]	switching, mW	total [mW]
Clock	0	0	0	0
Sequential	0.387	0.119	0.0235	0.142
Combinational	0.383	0.120	0.0851	0.205
Total	0.771	0.239	0.109	0.347
-- critical path, delay by kind of cell --
family,cells,cell delay (ns)
AND-OR/OR-AND,2,0.34
buffers and inverters,3,0.24
AND/OR/NAND/NOR,1,0.06
-- through the flow --
step	setup TNS (ns)	worst slack, ns	instance area, um^2	hold slack [ns]
final	-0.0405	-0.0405	1730	0.808
after CTS	-0.0431	-0.0431	1730	0.812
after global routing	-0.0863	-0.0863	1730	0.846
after detailed placement	-1.99	-0.798	1730	1.40
after global placement	-1.96	-0.794	1730	1.40
after floorplan	0	0.182	1400	0.482
-- logic make-up (layout without fill, tap and decap cells) --
family,Yosys count,in the layout,synth area share
and+or+nand+nor,51,51,0.204
adders and majority gates,4,4,0.0412
buffers and inverters,9,38,0.0251
latches,49,49,0.527
xor gates and xnor gates,5,5,0.0314
muxes,7,7,0.0547
AOI/OAI and AO/OA,20,20,0.116
-- sequential cells by signal, summed over array words and instances, names as in the netlist, 2 cells and up --
name / count
cntr_in_s1: 4
cntr_s2: 4
coeff_size_s1: 4
curr_state_s1: 5
next_state_s2: 5
position_s1: 4
position_s2: 4
prev_pos_s1: 4
run_length_s1: 2
Power figures rest on the tool's default switching activity, not on a simulated workload.
